`config.mk`:
```
export PLATFORM = sky130hd
export DESIGN_NAME = regfile
export DESIGN_NICKNAME = regfile
export VERILOG_FILES = /design/flow/design.v
export SDC_FILE = /design/flow/constraint.sdc
export NUM_CORES = 4
export LEC_CHECK = 1
export CORE_UTILIZATION = 40
export SYNTH_HDL_FRONTEND = slang
```
`constraint.sdc`:
```
current_design regfile

set clk_period 9.9
set clk_io_pct 0.2

create_clock -name clk0 -period $clk_period [get_ports {clk}]

set non_clock_inputs [all_inputs -no_clocks]
set_input_delay [expr $clk_period * $clk_io_pct] -clock clk0 $non_clock_inputs
set_output_delay [expr $clk_period * $clk_io_pct] -clock clk0 [all_outputs]
```
`design.v`:
```
module regfile(
    input wire clk,
    input wire reg_write_enable,
    input wire[4:0] read_addr1,
    input wire[4:0] read_addr2,
    input wire[4:0] write_addr,
    input wire[31:0] write_data,
    output wire[31:0] read_data1,
    output wire[31:0] read_data2
);
reg [31:0] registers [0:31];
integer i;
initial begin
    for (int i = 0; i < 32; i = i + 1)begin
        registers[i] = 32'h00000000;
    end
end
always @(posedge clk)begin
    if (reg_write_enable)begin
        if(write_addr != 5'b00000) begin
            registers[write_addr] <= write_data;
        end
    end
end
assign read_data1 = (read_addr1 == 5'b00000) ? 32'h00000000 : registers[read_addr1];
assign read_data2 = (read_addr2 == 5'b00000) ? 32'h00000000 : registers[read_addr2];
endmodule
```
`run.sh`:
```
#!/bin/bash
# OpenROAD 26Q1-2900-gdf79404cd8, Yosys 0.63+post, stock flow scripts
make -C /OpenROAD-flow-scripts/flow DESIGN_CONFIG=/design/flow/config.mk WORK_HOME=/design/flow/orfs finish
```
==> notes.md <==
The post-synthesis sequential element count is 1024. The first global-routing pass estimated 218000 um of wire. The number of clock buffers inserted by TritonCTS is 105, and the number of max-cap violations is 0.

Of the cells placed in the final design, the portion with a size suffix greater than 1 is 25.20%. registers holds more flip-flops than any other register. The timing report attributes the biggest portion of critical-path delay to buffers and inverters.

The power report lists cell-internal power as 7.368 mW. During placement, the flow inserted port buffers numbering 112. STA classifies the critical path endpoint as an output port. The tree is rooted in a sky130_fd_sc_hd__clkbuf_16.

The run gives 31631 as the via count of the first global-routing pass. Per the timing report, the biggest fanout along the worst path comes to 54. In this run the layout overhead on the synthesized area is reported as 13.82%. Synthesis instantiated 38 different standard cells from the library.

The logs give a warning total of 26. The report lists the cells along the critical path as buf_8 > buf_4 > or4_4 > o21ai_0 > a311oi_1 > clkdlybuf4s50_1. Total leakage power: 17.63 nW.

Per the layout area report, the combinational gate area comes to 16420 um^2. The total routed wirelength was 153000 um; the power spent charging and discharging nets was 2.187 mW. The worst setup path is launched from a primary input.

For this run, the detailed router's first-pass iteration total came to 8. Per the final timing report, the hold violations number 0. The run gives 0.1323 GHz for the upper clock frequency limit. CTS reports a maximum clock tree buffer depth of 3.

Max-slew violation count: 0. The via density per instance came out at 6.331. The synthesis report lists the Yosys warning total as 0.

The register with the most flip-flops in the layout has 1024 of them. Per report_power, the sequential group accounts for 50.9% of the total. The minimum clock period after layout was 7557 ps; the number of instances resized during post-cts repair was 0.

A synthesized cell averages 18.69 um^2. The registers reported with the highest flop counts are registers x1024. The instance tally after logic synthesis was 2564; the switching part of the total was 22.89%. Largest net degree at the start of global routing: 89.

The main area contributors are sky130_fd_sc_hd__edfxtp_1 (64%), sky130_fd_sc_hd__mux4_2 (14%), sky130_fd_sc_hd__mux2i_1 (6.7%), sky130_fd_sc_hd__mux4_1 (3.0%), sky130_fd_sc_hd__mux2_2 (1.5%). The count of buffers added by post-CTS timing repair for setup was 0; the initial core utilization was 40.48%. In the Yosys report, the sequential cells make up 64.16% of the chip area.

The top-area cell type share of the netlist area works out to 64.16%. The aggregate global-route resource usage was 27.83%; the synthesized cell area was 47930 um^2. The worst supply voltage drop on vdd was 0.1298 mV; the slew at the pin with the worst max-slew slack was 1009 ps. The layout report lists the combined flip-flop and latch area as 30750 um^2. The most frequently used library cell after synthesis is sky130_fd_sc_hd__edfxtp_1. TritonCTS built the clock tree. Number of antenna violations at the first check in global routing: 1. Post-synthesis cell count from yosys: 2564. Setup repair after global routing left no endpoint under its margin. For this design, the slowest cell found on the critical path is sky130_fd_sc_hd__or4_4. After filler insertion, the fill cell instance count of the layout stands at 9599.

The final report lists the setup-violating endpoint count as 0. The data arrival time of the critical path is 5580 ps. Nets still carrying antenna violations after routing amount to 0. Along the critical path, the tally of buffer and inverter instances is 3. The type of the tightest min-delay check is primary input to flop. On the worst setup and hold paths after CTS, the clock-pin slew comes to 60 ps.

With the maximum level of the CTS H-tree at 3, the die outline area is 121200 um^2. Summed over all failing endpoints, the final setup total negative slack is 0 ps. According to the timing report, the data required time at the worst endpoint equals 7920 ps. The routability-driven placement congestion ratio is 0.8560, and the hold-fix buffer count after cts is 0. With the power after layout at 9.555 mW, the violation tally from detailed-route iteration zero is 1786.

The worst slew slack as a fraction of its limit came out at 32.54%. The synthesis area per yosys was 47930 um^2; the fraction of synthesis flops using an asynchronous set or reset pin was 0%. The synthesis report names the predominant flop master as sky130_fd_sc_hd__edfxtp_1.

After floorplanning, the core was sized to cover 118400 um^2. The post-synth count of flops with an enable pin is 1024. Number of rows in the core area: 126. The flow ran to the end, and the final reports show no timing, DRC or antenna violations. The clock network burns 40.0% of the power. The DRC violation total left in the routed layout is recorded as 0. The via count came out at 27899. The critical path in this run is classified as primary input to output port. Among all stages on the critical path, the maximum delay recorded is 820 ps. Combinational share of power: 9.1%. The run gives 175.2 nW/um^2 for the ratio of total power to cell area.

The script logs the mean routed wire length per placed instance as 34.72 um. The post-detailed-placement half-perimeter wirelength is 85770 um, and the count of boundary I/O pins is 113. Dividing the final minimum period by the clock period gives 76.33%. The number of sinks driven by the clock tree came out at 1024. By count the netlist is led by sky130_fd_sc_hd__edfxtp_1 (1024), sky130_fd_sc_hd__mux2i_1 (320), sky130_fd_sc_hd__mux4_2 (298), sky130_fd_sc_hd__clkbuf_1 (98), sky130_fd_sc_hd__nand2_1 (83). The die is 348.2 um wide. The total global routing overflow is 0. The chip height works out to 348.2 um.

The biggest area contributor in the post-synthesis netlist is sky130_fd_sc_hd__edfxtp_1.
worst paths after layout:
kind	startpoint	to	slack [ps]	cells after the start
hold / removal	write_data[22]	registers[19][22]	2120	2
setup / recovery	read_addr1[1]	read_data1[9]	2340	6
area by class of cell:
type | instances | share of cell area [%]
Antenna cell | 2 | 0.009174
Timing Repair Buffer | 232 | 3.784
Tap cell | 1600 | 3.670
Clock inverter | 68 | 1.046
Inverter | 2 | 0.01606
Clock buffer | 126 | 5.000
Multi-Input combinational cell | 1353 | 30.11
Sequential cell | 1024 | 56.37
cell families after synthesis:
logic type,Yosys count,synth area share [%]
and+or+nand+nor,210,2.167
buffers and inverters,218,2.436
other,1,0.007824
AOI/OAI and AO/OA,375,6.085
DFF,1024,64.16
muxes,736,25.15
through the flow:
stage               std cells  cell area [um^2]  worst slack (ps)  hold slack, ps  utilization [%]
finish                   4407             54550              2343            2121            46.08
global route             4406             54550              2203            2128            46.07
CTS                      4405             54550              2376            2095            46.07
detailed placement       4211             51250              2367            2806            43.29
global placement         4211             51250              2355            2802            43.29
floorplan                2595             48050              4539            2079                -
metal layers:
layer | vias up | GRT usage (%) | part of all wire (%)
met5 | - | 3.762 | 0.29
met4 | 13 | 8.145 | 3.9
met3 | 372 | 24.46 | 20
met2 | 2287 | 40.00 | 46
met1 | 13881 | 29.94 | 30
li1 | 11346 | - | -
placed cells by master, fill, tap and decap left out, drive strengths merged, types with 52 or more instances in the layout:
master,Yosys,routed
mux4,352,352
mux2i,320,320
o221ai,64,64
a211oi,64,64
mux2,64,64
nand2,83,83
o21ai,55,55
buf,117,130
clkdlybuf4s50,0,102
a221oi,55,55
a22oi,64,64
clkbuf,99,126
edfxtp,1024,1024
clkinv,0,52
power groups by stage:
| stage | clock, mW | sequential [mW] | combinational (mW) |
|---|---|---|---|
| after CTS | 3.86 | 4.86 | 0.867 |
| after global routing | 4.03 | 4.87 | 0.921 |
| final | 3.83 | 4.86 | 0.866 |
Power figures rest on the tool's default switching activity, not on a simulated workload.
